==> flow/run.sh <==
#!/bin/bash
# OpenROAD 26Q1-2900-gdf79404cd8, Yosys 0.63+post, stock flow scripts
make -C /OpenROAD-flow-scripts/flow DESIGN_CONFIG=/design/flow/config.mk WORK_HOME=/design/flow/orfs finish
==> flow/config.mk <==
export PLATFORM = sky130hd
export DESIGN_NAME = progmem
export DESIGN_NICKNAME = progmem
export VERILOG_FILES = /design/flow/design.v
export SDC_FILE = /design/flow/constraint.sdc
export NUM_CORES = 4
export LEC_CHECK = 1
export CORE_UTILIZATION = 50
export SYNTH_HDL_FRONTEND = slang
==> flow/constraint.sdc <==
current_design progmem

set clk_period 3.8
set clk_io_pct 0.2

create_clock -name clk0 -period $clk_period [get_ports {clk}]

set non_clock_inputs [all_inputs -no_clocks]
set_input_delay [expr $clk_period * $clk_io_pct] -clock clk0 $non_clock_inputs
set_output_delay [expr $clk_period * $clk_io_pct] -clock clk0 [all_outputs]
==> flow/design.v <==
module progmem(
    input  logic        clk,
    input  logic        resetn,
    input  logic [15:0] addr,
    input  logic [15:0] din,
    output logic [15:0] dout,
    input  logic        write_en
);
    timeunit 1ns;
    timeprecision 1ns;
    logic [15:0] mem [511:0];
    integer i;
    always_ff @(posedge clk or negedge resetn) begin
        if (resetn == 1'b0) begin
            for (i=0; i<512; i++) mem[i] <= 16'h0;
            dout <= 16'h0;
        end else begin
            if (write_en) begin
                mem[addr[9:0]] <= din;
            end
            dout <= mem[addr[9:0]];
        end
    end
endmodule
==> impl_metrics.tcl <==
# metrics dict for downstream scripts
set metrics [dict create \
    outcome "finished, violations left" \
    violations "setup timing" \
    fmax_ghz 0.2541 \
    combPwrFrac_pct 6.1 \
    ys_seq_share_pct 55.35 \
    coreArea_sq_um 739800 \
    power.share.sequential_pct 47.7 \
    setup_viol 5 \
    clock-skew-final_ps 75.60 \
    syn_avg_cell_area_sq_um 15.24 \
    fill_cells 55360 \
    io_pins 51 \
    cp_data_required_time_ps 4890 \
    worstHoldPathType "input pin to flop" \
    grt_max_degree 123 \
    die_w_um 863.5 \
    die_area_sq_um 745600 \
    synth_flops 8208 \
    slowest_delay_ps 660 \
    ys_chip_area_sq_um 371100 \
    drt_pre_antenna_iters 7 \
    tightest_slew_ps 1291 \
    clk_path_buf_depth 4 \
    vias_per_cell 6.201 \
    total_power_mw 187.5 \
    crit_buf_inv 8 \
    ys_warn_count 0 \
    cp-start-kind "input pin" \
    wl_per_cell_um 35.66 \
    cap_violations 0 \
    lay_top_count "dfrtp_1" \
    logic_family "multiplexers" \
    drc 0 \
    yosys.area_share.adder_pct 0 \
    relSlewSlack_pct 13.26 \
    synth_area_sq_um 371100 \
    gp_congestion 1.030 \
    port_buffers 44 \
    ys_cells 24340 \
    arrival_ps 5030 \
    htreeDepth 6 \
    place_area_sq_um 407700 \
    instances_no_fill 36450 \
    critical_path.max_fanout 22 \
    criticalPathCategory "input pin to flop" \
    grt_pass1_wl_um 1860000 \
    overflow 0 \
    worst_slack_ps -135.4 \
    drt_iter0_markers 14350 \
    ff_type "dfrtp_1" \
    path_cells "buf_16 > buf_16 > buf_4 > buf_16 > buf_6 > mux4_2 > a32oi_2 > nand4_1 > buf_4 > nor4_2 > buf_4 > nand4_1 > buf_4 > or4_1" \
    p_int_mw 142.9 \
    cts_tree "done" \
    synthMuxAreaShare_pct 37.26 \
    synth_cells 24340 \
    placed_cells 34700 \
    cts_made_buffers 869 \
    cts_root_buffer "clkbuf_16" \
    path_clk_slew_ps 60 \
    edf_count 0 \
    final_cell_area_sq_um 438600 \
    timing.final.crit_share_pct 103.6 \
    cp_top_family "buffers and inverters" \
    die_h_um 863.5 \
    ys_sh_aoi_pct 2.792 \
    xor_share_pct 0 \
    final_util_pct 59.29 \
    ant_nets 0 \
    log.warning_count 166 \
    synthSimpleGateAreaFrac_pct 1.892 \
    clock_latency_ps 1290 \
    cp-end-kind "flop" \
    initCoreUtil_pct 50.16 \
    power_switching_mw 44.51 \
    leakage_nw 216.5 \
    antenna_found_initial 98 \
    rsz0062_at_grt "yes" \
    synth_async_sr_flop_share_pct 100.0 \
    grtUsageTotal_pct 37.63 \
    ir_drop_mv 0.6523 \
    drt-total-wl_um 1300000 \
    tns_ps -436.4 \
    cts_sinks 8208 \
    drive_gt1_share_pct 44.40 \
    critical-path-slowest-cell "nand4_1" \
    clkPwrFrac_pct 46.3 \
    synth_cell_types 67 \
    num_rows 316 \
    grt_pass1_vias 236400 \
    period_needed_ps 3935 \
    switching_share_pct 23.74 \
    most-common-layout-cells "8204 x dfrtp_1, 5659 x mux2_2, 2581 x mux2_1" \
    vias 226000 \
    finalMaxSlewViolations 0 \
    power_density_nw_per_um2 427.4 \
    hold_viol_final 0 \
    crit_path_frequent_cell "buf_4" \
    rrSetupSlack_ps -120 \
    hpwl_um 891900 \
    area_delta_synth_final_pct 18.20 \
]
layout make-up:
cell class | instances | area [sq um] | area share, %
Sequential cell | 8208 | 205400 | 46.83
Timing Repair Buffer | 2824 | 33980 | 7.747
Antenna cell | 114 | 285.3 | 0.06504
Clock buffer | 1364 | 26320 | 6.001
Clock inverter | 234 | 2920 | 0.6658
Tap cell | 9858 | 12330 | 2.812
Inverter | 7 | 36.28 | 0.008272
Multi-Input combinational cell | 13840 | 157300 | 35.87
sequential cells by signal, indices dropped and copies added (netlist names):
name / cells
mem: 8192
dout: 16
repair_timing:
action	CTS	global route
pin swaps	16	13
setup buffers	5	27
hold endpoints to repair	324	0
endpoints found under the setup margin	12	12
cloned	8	3
resized	78	67
hold buffers	1	0
logic make-up after synthesis:
logic type,after synthesis
AOI/OAI and AO/OA,1475
buffers and inverters,2299
DFF,8208
muxes,10870
and+or+nand+nor,1493
final timing paths:
path | startpoint | endpoint | cells after the start
setup / recovery | addr[0] | dout[12] | 14
hold / removal | din[11] | mem[5323] | 2
setup reg to reg | mem[6858] | dout[10] | 7
hold reg to reg | mem[3938] | mem[3938] | 1
max in group asynchronous | resetn | mem[8146] | 5
min in group asynchronous | resetn | mem[7080] | 2
per-layer routing:
metal,up-vias,wire length [um],share of wire (%),global-route usage (%)
met3,2184,178800,14,21.48
met1,122200,492300,38,53.02
li1,94080,-,-,-
met4,90,70030,5.4,15.02
met2,7461,556200,43,50.53
met5,-,2364,0.18,1.632
power by group through the flow:
stage / clock [mW] / combinational [mW] / sequential (mW)
after global routing: 91.5 / 12.1 / 89.4
after CTS: 88.2 / 11.4 / 89.3
final: 86.8 / 11.3 / 89.3
cell usage after synthesis, types with 18 or more instances:
master / count / share of area (%)
a31oi_1: 70 / 0.12
nor2b_1: 18 / 0.030
and3_1: 18 / 0.030
clkbuf_1: 1517 / 1.5
o22ai_1: 265 / 0.45
nand4_1: 139 / 0.23
nand3_1: 133 / 0.18
o21ai_0: 137 / 0.18
nor4_1: 39 / 0.066
a221oi_1: 178 / 0.42
a22o_1: 71 / 0.17
mux4_2: 1529 / 9.3
nand2_1: 582 / 0.59
a21oi_1: 165 / 0.22
and4_1: 24 / 0.057
mux2_1: 2581 / 7.8
mux2_2: 5659 / 17
nand2_2: 20 / 0.034
buf_6: 29 / 0.088
buf_4: 137 / 0.28
mux2i_1: 1099 / 3.0
a22oi_1: 401 / 0.81
buf_1: 60 / 0.061
a2111oi_0: 30 / 0.071
or3_1: 24 / 0.040
buf_2: 549 / 0.74
a211oi_1: 25 / 0.051
nor3_1: 104 / 0.14
nor2_1: 306 / 0.31
a32oi_1: 34 / 0.080
dfrtp_1: 8208 / 55
stage by stage:
step                hold WS [ps]  setup slack [ps]
floorplan                  449.5             3.633
CTS                        48.69            -60.20
detailed placement         468.6             -2155
global route               96.99            -50.01
global placement           461.0             -2299
finish                     92.88            -135.4
Power figures rest on the tool's default switching activity, not on a simulated workload.
